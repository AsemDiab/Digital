## design/flow/config.mk

```make
export PLATFORM = sky130hd
export DESIGN_NAME = Int_SQRT_Calculator
export DESIGN_NICKNAME = Int_SQRT_Calculator
export VERILOG_FILES = /design/flow/design.v
export SDC_FILE = /design/flow/constraint.sdc
export NUM_CORES = 4
export LEC_CHECK = 1
export CORE_UTILIZATION = 40
```

## design/flow/constraint.sdc

```tcl
current_design Int_SQRT_Calculator

set clk_period 4.0
set clk_io_pct 0.2

create_clock -name clk0 -period $clk_period [get_ports {Clk}]

set non_clock_inputs [all_inputs -no_clocks]
set_input_delay [expr $clk_period * $clk_io_pct] -clock clk0 $non_clock_inputs
set_output_delay [expr $clk_period * $clk_io_pct] -clock clk0 [all_outputs]
```

## design/flow/design.v

```verilog
module Int_SQRT_Calculator (
 input Clk,
 input Reset,
 input S,
 input [7:0] X,
  output reg [7:0] sqrt,
 ); 
 reg [2:0] Current_State, Next_State;
parameter T0 = 3'b000, T1 = 3'b001, T2 = 3'b010, T3 = 3'b011,T4=3'b100;
  reg [7:0]a,d;
   reg [8:0]q;
  always @( q,a,S,Current_State)
 begin
case (Current_State)
  T0:Next_State=S?T1:T0;
  T1:Next_State = T2;
  T2:Next_State = q>a ? T3:T1;
  T3:  Next_State = T4;
  default: Next_State = T0;
endcase
end
always @(negedge Reset, posedge Clk)
begin
  if (Reset == 0) Current_State <= T0;
else Current_State <= Next_State;
end
always @(posedge Clk)
begin
case (Current_State)
T0: if(S)
begin
a = X;
q = 1;
d = 3;
end
T1: q =q+d;
T2: d = d+2;
T3: d=d>>1;
T4:sqrt=d-1;
endcase
end
endmodule
```

## design/flow/run.sh

```bash
#!/bin/bash
# OpenROAD 26Q1-2900-gdf79404cd8, Yosys 0.63+post, stock flow scripts
make -C /OpenROAD-flow-scripts/flow DESIGN_CONFIG=/design/flow/config.mk WORK_HOME=/design/flow/orfs finish
```

==> impl_metrics.toml <==
# yosys + openroad results
[placement]
routabilityCongestion = 0.875
post_dp_cell_area_um2 = 2390
dpl.hpwl_um = 2790
place.port_buffers = 18
dp.cells = 271
place_ws_ps = 1760

[min_path]
worstHoldEndpoint = "Current_State[0]$_DFF_PN1_"
hp-class = "flip-flop to flip-flop"
holdPathStages = 2
holdCritStartpoint = "Current_State[0]$_DFF_PN1_"

[cts]
clock-sinks = 38
cts_root_buffer = "clkbuf_8"
cts_buffer_depth = 2
cts_resized = 0
path_clk_slew_ps = 70
cts_tree = "yes"
cts.hold.buffers_added = 0
clock_latency_ps = 290
numCtsBuffers = 5
htreeDepth = 2
post_cts_buffers = 0

[timing]
min_period_over_period = 0.521
finalMaxSlewViolations = 0
period_needed_ps = 2080
holdWs_ps = 552
fmax_ghz = 0.480
slew_headroom = 0.696
tns_ps = 0
setup_viol = 0
final-hold-violation-count = 0
worstMarginPinSlew_ps = 456
setup_slack_ps = 1920
rsz0062_at_grt = "no"
skew_ps = 6.73

[power_and_ir_drop]
power_switching_uw = 663
pwr-share-comb = 0.409
p_per_area_nw_per_um2 = 705
swShare = 0.380
leakage_nw = 0.969
clockPowerShare = 0.143
ir_worst_vdd_mv = 0.305
p_seq_frac = 0.448
total_power_mw = 1.75
p_int_mw = 1.08

[finish]
syn_to_final_growth_pct = 15.9
finalNonFillerCells = 279
final_common_cell = "edfxtp_1"
layout-drive-gt1-share = 0.0718
final_util = 0.482
design_area_um2 = 2480
lay_top_cells = "edfxtp_1 (33), ha_1 (20), clkdlybuf4s50_1 (18)"

[floorplanning]
die_area_um2 = 5640
die_y_um = 75.1
num_io_pins = 19
rows = 26
die_width_um = 75.1
fp_util = 0.416
core-area_um2 = 5140

[routing]
drc_errors = 0
wire_per_inst_um = 13.0
via_per_inst = 5.16
num_vias = 1440
n_antenna_cell = 0
wirelength_um = 3620
first_iter_violations = 70
first_pass_iters = 4
drt.antenna.violating_nets = 0

[logic_synthesis]
ys_cells = 187
yosys_area_um2 = 2140
ys_warn_count = 1
async_flop_share = 0.132
syn_area_per_cell_um2 = 11.4
synthXorXnorAreaFrac = 0.0492
synthDistinctLibCells = 42
syn-cell-area_um2 = 2140
aoi_share = 0.114
simple_gate_share = 0.132
flop_cell = "edfxtp_1"
ys_sh_mux = 0.0146
ys_ff = 38
synth_adder_area_share = 0.127
synthCells = 187
synth_seq_share = 0.523
top_logic_kind = "simple AND/OR/NAND/NOR gates"
edf_count = 33

[global_routing]
grt_max_degree = 15
grt_pass1_vias = 1322
antenna_found_initial = 0
grt_util_all_layers = 0.151
grt_pass1_wl_um = 6020
overflow = 0

[run]
maxCapViolations = 0
tool_warnings = 27

[setup_path]
critPathRequiredTime_ps = 4040
end_kind = "flip-flop"
crit_type = "flip-flop to flip-flop"
ff2ff_path_depth = 6
r2r-end = "q[6]$_SDFFCE_PN0P_"
worstReg2RegStart = "d[0]$_DFFE_PP_"
cp_data_arrival_time_ps = 2120
reg2reg_slack_ps = 1920
cp-start-kind = "flip-flop"
crit_fanout = 3

[run_status]
status = "finished, final reports clean"
## critical path, cell delays in order, from the launching register on
cell      delay, ps
edfxtp_1        420
ha_1            260
fa_1            440
a211oi_2        280
o21bai_1        120
mux2_2          230
o311ai_1         70
## layout make-up
class	instances	area, µm²
inverters	18	67.6
clock inverters	3	16.3
clock buffers	5	68.8
fillers	476	2660
well taps	70	87.6
repair buffers	19	188
multi-input cells	126	931
flip-flops and latches	38	1120
## synthesized netlist by cell type (2+ instances only)
library cell / instances / share of area
mux2i_1: 2 / 0.0094
nand3_1: 5 / 0.012
a21oi_1: 5 / 0.012
nor4_1: 3 / 0.0088
nor3_1: 5 / 0.012
and2_1: 3 / 0.0088
a211oi_1: 3 / 0.011
nand2_1: 12 / 0.021
clkbuf_1: 4 / 0.0070
nand3b_1: 2 / 0.0070
dfrtp_1: 4 / 0.047
and3_1: 3 / 0.0088
o21bai_1: 2 / 0.0070
o21a_1: 2 / 0.0070
or3_1: 2 / 0.0059
a211oi_2: 2 / 0.012
edfxtp_1: 33 / 0.46
xor2_1: 6 / 0.025
nor2_1: 7 / 0.012
xnor2_1: 6 / 0.025
nand2b_1: 4 / 0.012
inv_1: 17 / 0.030
a21o_1: 2 / 0.0070
o21ai_0: 14 / 0.033
nand4_1: 3 / 0.0088
ha_1: 20 / 0.12
## flip-flops by register name, summed over array words and instances (netlist names)
signal / flops
q: 9
d: 8
a: 8
Current_State: 5
sqrt: 8
## kinds of logic after synthesis
logic type	Yosys count
buffers and inverters	23
adder cells (fa/ha/maj)	21
AND-OR/OR-AND	37
flip-flops	38
AND/OR/NAND/NOR	53
XOR/XNOR	12
multiplexers	3
## power by group through the flow
stage         sequential, mW  clock (mW)  combinational (mW)
finish                 0.782       0.250               0.714
global route           0.807       0.277               0.810
CTS                    0.787       0.261               0.719
## metal layers
metal | vias up | global-route usage | wire (µm)
met5 | - | 0 | 0
met2 | 39 | 0.255 | 1730
met1 | 667 | 0.215 | 1620
met3 | 6 | 0.0353 | 229
met4 | 0 | 0.0168 | 48
li1 | 728 | - | -
## worst max path at each step
| stage | slack [ps] | depth (start not counted) | from | end |
|---|---|---|---|---|
| 4_1_cts | 1900 | 6 | d[0]$_DFFE_PP_ | q[6]$_SDFFCE_PN0P_ |
| 5_1_grt | 1750 | 6 | d[0]$_DFFE_PP_ | q[6]$_SDFFCE_PN0P_ |
| 6_report | 1920 | 6 | d[0]$_DFFE_PP_ | q[6]$_SDFFCE_PN0P_ |
Power figures rest on the tool's default switching activity, not on a simulated workload.
