--- /design/flow/config.mk ---
export PLATFORM = sky130hd
export DESIGN_NAME = circuit
export DESIGN_NICKNAME = circuit
export VERILOG_FILES = /design/flow/design.v
export SDC_FILE = /design/flow/constraint.sdc
export NUM_CORES = 4
export LEC_CHECK = 1
export CORE_AREA = 10 10 70 70
export DIE_AREA = 0 0 80 80
--- /design/flow/constraint.sdc ---
current_design circuit

set clk_period 4.9
set clk_io_pct 0.2

create_clock -name clk0 -period $clk_period

set non_clock_inputs [all_inputs -no_clocks]
set_input_delay [expr $clk_period * $clk_io_pct] -clock clk0 $non_clock_inputs
set_output_delay [expr $clk_period * $clk_io_pct] -clock clk0 [all_outputs]
--- /design/flow/design.v ---
module cp(cin,p,g,c2,c3);
input cin;
input[2:0]p,g;
  output c2,c3;
  assign c2=g[1]|(p[0]&cin&p[1])|(p[1]&g[0]);
  assign c3=(g[2])|(g[1]&p[2])|(p[2]&p[1]&g[0])|(cin &p[0]&p[1]&p[2]);
endmodule
module fa0(a0,b0,cin,c1,sum0,p0,g0);
  input cin ,a0 ,b0;
  output c1,sum0,p0,g0;
  assign p0=a0^b0;
  assign g0=a0&b0;
  assign sum0=a0^b0^cin;
  assign c1=(a0&b0)|(a0&cin)|(b0&cin); 
endmodule
module fa1(a,b,c,sum,p,g);
  input c ,a ,b;
  output sum,p,g;
  assign p=a^b;
  assign g=a&b;
  assign sum=a^b^c; 
endmodule
module fa3(a,b,c,sum3,cout);
  input c ,a ,b;
  output sum3,cout;
  reg sum3,cout;
  initial
   sum3=a^b^c;
  initial
   cout=(a&b)|(a&c)|(b&c); 
endmodule
module circuit(a,b,s,cout,sel,overflow);
	input[3:0]a,b;
	input sel;
  output [3:0]s;
  output cout,overflow;
  wire [3:0]w;
  wire [2:0] c,p,g;
  xor u(w[0],sel,b[0]);
  xor u1(w[1],sel,b[1]);
  xor u2(w[2],sel,b[2]);
  xor u3(w[3],sel,b[3]);
  fa0 FA0(a[0],w[0],sel,c[0],s[0],p[0],g[0]);
  fa1 FA1(a[1],w[1],c[0],s[1],p[1],g[1]);
  fa1 FA2(a[2],w[2],c[1],s[2],p[2],g[2]);
  cp carry_ahead(sel,p,g,c[1],c[2]);
  fa3 FA3(a[3],w[3],c[2],s[3],cout);
  xor(overflow,cout,c[2]);
endmodule
--- /design/flow/run.sh ---
#!/bin/bash
# OpenROAD 26Q1-2900-gdf79404cd8, Yosys 0.63+post, stock flow scripts
make -C /OpenROAD-flow-scripts/flow DESIGN_CONFIG=/design/flow/config.mk WORK_HOME=/design/flow/orfs finish
==> flow_metrics.env <==
# flow metrics
export IMPL_outcome="finished, final reports clean"
export IMPL_io_pin_count=15
export IMPL_synthCells=23
export IMPL_fin_crit_ns=4.46
export IMPL_hold_path_class="in2out"
export IMPL_rsz0062_at_grt="no"
export IMPL_met3_length_um=73
export IMPL_dp_slack_ns=0.425
export IMPL_rows=21
export IMPL_drt_first_iter_violations=3
export IMPL_postLayoutCoreUtil_pct=11.3
export IMPL_powerDensity_mw_per_mm2=150
export IMPL_nFillCells=397
export IMPL_vias=179
export IMPL_ys_seq_share_pct=0
export IMPL_grt_pass1_wl_um=972
export IMPL_grt_max_degree=6
export IMPL_overflow=0
export IMPL_fp_dieW_um=80
export IMPL_synth_area_sq_um=213
export IMPL_worst_path_max_fanout=2
export IMPL_wl_met1_um=417
export IMPL_hold_worst_slack_ns=3.05
export IMPL_wire_per_inst_um=7.63
export IMPL_drtPass1Iterations=2
export IMPL_grt_usage_pct=1.85
export IMPL_core_util_floorplan_pct=6.23
export IMPL_chipHeight_um=80
export IMPL_max_cap_violations=0
export IMPL_drcViolationCount=0
export IMPL_cts_hold_buf=0
export IMPL_worstMarginPinSlew_ns=0.197
export IMPL_post_route_period_util_pct=91.1
export IMPL_areaGrowthSynthToFinish_pct=81.8
export IMPL_n_antenna_cell=0
export IMPL_ys_chip_area_sq_um=213
export IMPL_worstPathArrival_ns=3.48
export IMPL_setup_tns_ns=0
export IMPL_ys_cells=23
export IMPL_via_per_inst=2.24
export IMPL_finalSetupViolations=0
export IMPL_drt_antenna_violating_nets=0
export IMPL_fin_cells=80
export IMPL_gp_congestion=0.795
export IMPL_top_layer="met3"
export IMPL_tool_warnings=32
export IMPL_flop_count=0
export IMPL_synth_avg_cell_area_sq_um=9.25
export IMPL_nClkBuffers=0
export IMPL_drive_gt1_share_pct=5.88
export IMPL_port_buffers=15
export IMPL_antenna_found_initial=0
export IMPL_peakVddDrop_mv=0.0403
export IMPL_max_clock_freq_mhz=224
export IMPL_leakagePower_uw=0.000144
export IMPL_ys_warn_count=1
export IMPL_setup_ws_ns=0.435
export IMPL_required_ns=3.92
export IMPL_finalHoldViolCount=0
export IMPL_ys_types=12
export IMPL_place_inst=80
export IMPL_worstSetupStartpointType="input pin"
export IMPL_core_sq_mm=0.00342
export IMPL_cts_resized=0
export IMPL_max_slew_margin_rel_pct=86.8
export IMPL_min_from="a[0]"
export IMPL_worstSetupPathType="in2out"
export IMPL_post_cts_buffers=0
export IMPL_die_area_sq_mm=0.00640
export IMPL_crit_path_end_kind="primary output"
export IMPL_startpoint="b[0]"
export IMPL_drv_slew=0
export IMPL_seqCellArea_sq_um=0
export IMPL_first_global_vias=204
export IMPL_wl_met2_um=119
export IMPL_wirelength_um=610
## per-stage QoR
stage                     total power (uW)  area [sq um]
after floorplan                       32.3           213
after global placement                58.2           387
after detailed placement              59.0           387
after CTS                             59.6           387
after global routing                  64.9           387
final                                 58.0           387
## layout make-up
| type | count | area [sq um] | area share (%) |
|---|---|---|---|
| Multi-Input combinational cell | 18 | 171 | 44.3 |
| Tap cell | 46 | 57.6 | 14.9 |
| Timing Repair Buffer | 16 | 158 | 40.8 |
## cell usage after synthesis
cell      n  area, sq um
a21oi_1   1         5.00
buf_4     4         30.0
buf_6     1         11.3
fa_1      1         20.0
ha_1      4         50.1
mux2i_1   1         10.0
nand2_2   1         6.26
nor2_1    1         3.75
o211ai_1  1         7.51
o21a_1    1         7.51
xnor2_1   2         17.5
xor2_1    5         43.8
## routing by layer
| layer | up-vias | GRT usage (%) |
|---|---|---|
| met1 | 69 | 3.45 |
| met3 | 0 | 0.341 |
| li1 | 95 | - |
| met2 | 15 | 2.01 |
| met5 | - | 0 |
| met4 | 0 | 0 |
## where the power goes
group          internal (uW)  leakage, uW  total [uW]  switching [uW]
clock network              0            0           0               0
registers                  0            0           0               0
logic                   40.3     0.000144        58.0            17.7
total                   40.3     0.000144        58.0            17.7
## critical path: stages
cell and delay, ns:
clkdlybuf4s50_1 0.51, xor2_1 0.16, ha_1 0.24, ha_1 0.21, o211ai_1 0.22, nand2_2 0.10
fa_1 0.41, xor2_1 0.17, clkdlybuf4s50_1 0.48
## kinds of logic (layout without fill, tap and decap cells)
group | after synthesis | count (layout) | synth area share [%]
muxes | 1 | 1 | 4.71
and+or+nand+nor | 2 | 2 | 4.71
AOI/OAI and AO/OA | 3 | 3 | 9.41
buffers and inverters | 5 | 16 | 19.4
adders and majority gates | 5 | 5 | 32.9
xor gates and xnor gates | 7 | 7 | 28.8
## worst paths after layout
check             endpoint  slack (ns)  cells past startpoint
setup / recovery  overflow        0.44                      9
hold / removal        s[1]        3.05                      4
## cells in the final DEF, fill, tap and decap left out
master and n:
clkdlybuf4s50_1 15, xor2_1 5, ha_1 4, xnor2_1 2, o21a_1 1, nor2_1 1
o211ai_1 1, a21oi_1 1, nand2_2 1, mux2i_1 1, fa_1 1, buf_4 1
Power figures rest on the tool's default switching activity, not on a simulated workload.
